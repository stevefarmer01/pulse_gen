**flow/config.mk**
```make
export PLATFORM = sky130hd
export DESIGN_NAME = pulse_generator
export DESIGN_NICKNAME = pulse_generator
export VERILOG_FILES = /design/flow/design.v
export SDC_FILE = /design/flow/constraint.sdc
export NUM_CORES = 4
export LEC_CHECK = 1
export CORE_AREA = 10 10 82 82
export DIE_AREA = 0 0 92 92
export SYNTH_HDL_FRONTEND = slang
```
**flow/constraint.sdc**
```tcl
current_design pulse_generator

set clk_period 4.8
set clk_io_pct 0.2

create_clock -name clk0 -period $clk_period [get_ports {clk}]

set non_clock_inputs [all_inputs -no_clocks]
set_input_delay [expr $clk_period * $clk_io_pct] -clock clk0 $non_clock_inputs
set_output_delay [expr $clk_period * $clk_io_pct] -clock clk0 [all_outputs]
```
**flow/design.v**
```verilog
`timescale 1ns / 1ps
package pulse_generator_pkg;
  const int blah = 0;
  localparam  reset_delay_c = 4;
  localparam  start_delay_c = 4;
  localparam  pulse_width_c = 4;
endpackage
import pulse_generator_pkg::*;
module pulse_generator
    (
    input logic clk,
    input logic reset,
    input logic start,
    output logic pulse_out_s = 0,
    output logic pulse_out_duplicate = 0,
    output logic pulse_out = 0,
    output logic pulse_generator_ready_after_reset
    );
logic [7:0] counter;
always_comb pulse_out_duplicate = pulse_out;
always_comb pulse_out = pulse_out_s;
bit assert_has_failed;
always @(posedge clk) begin
    assert ((pulse_out_s == pulse_out_duplicate))
        else begin $fatal("outputs 'pulse_out_s' and 'pulse_out_duplicate' functionality not working correctly"); assert_has_failed=1; end
end
always @(posedge clk) begin
    assert ((pulse_out_s == pulse_out))
        else begin $fatal("outputs 'pulse_out_s' and 'pulse_out' functionality not working correctly"); assert_has_failed=1; end
end
enum {reset_delay_state, init_state, start_state, go_state} state;
 always_ff @(posedge clk)
    if (reset) begin
       pulse_generator_ready_after_reset = 0;
       counter <= reset_delay_c-1;
       state <= reset_delay_state;
    end else  
       case (state)
          reset_delay_state : begin
            if (counter == 0) begin
              pulse_generator_ready_after_reset = 1;
              state <= init_state;
            end
            else counter <= counter-1;
          end
          init_state : begin
            if (start == 1) begin
              if (start_delay_c-1 == 0) begin
                pulse_out_s <= 1;
                counter <= pulse_width_c-1;
                state <= go_state;
              end
              else begin
                counter <= start_delay_c-2;
                state <= start_state;
              end
            end
          end
          start_state : begin
             if (counter == 0) begin
                pulse_out_s <= 1;
                counter <= pulse_width_c-1;
                state <= go_state;
              end
              else counter <= counter-1;
          end
          go_state : begin
             if (counter == 0) begin
                pulse_out_s <= 0;
                state <= init_state;
              end
              else counter <= counter-1;
          end
       endcase
endmodule
```
**flow/run.sh**
```bash
#!/bin/bash
# OpenROAD 26Q1-2900-gdf79404cd8, Yosys 0.63+post, stock flow scripts
make -C /OpenROAD-flow-scripts/flow DESIGN_CONFIG=/design/flow/config.mk WORK_HOME=/design/flow/orfs finish
```
==> impl_metrics.ini <==
; flow metrics
[detailed_routing]
wl_per_cell_um = 8.72
avgViaCountPerCell = 3.57
drc = 0
drtIter0Drc = 6
ant_nets = 0
routed_wl_um = 1390
dr_total_vias = 568
n_antenna_cell = 0
drt_first_pass_iters = 4

[timing]
tightest_slew_ns = 0.395
fmax_mhz = 464
rsz0062_at_grt = no
fin_crit_ns = 2.16
drv_slew = 0
tns_ns = 0
fin_hold_ws_ns = 0.492
relSlewSlack_pct = 73.6
fin_worst_skew_ns = 0.00352
setup_violations = 0
period_used_pct = 44.9
hold_viol_final = 0

[job]
tool_warnings = 26
maxCapViolCount = 0

[finish]
fillers = 590
fin_area_um2 = 883
logic_area_um2 = 378
register_area_um2 = 290
final_util_pct = 17.4
syn2layout_area_growth_pct = 24.5
drive_gt1_share_pct = 8.99

[logic_synthesis]
top_area_cell = dfxtp_1
yosys_cells = 82
yosys_area_um2 = 709
ys_ff = 14
synthesis.area_um2 = 709
ys_seq_share_pct = 40.9
top_cells_by_area = dfxtp_1, nor2_1, xnor2_1
synthesis.instances = 82
ys_types = 32
syn_avg_cell_area_um2 = 8.65
top_area_share_pct = 36.7
yosys_warnings = 0

[setup_path]
cp_max_fo = 6
startpoint_type = input port
worst_ep_arrival_time_ns = 2.29
criticalPathCategory = input port to register
end_kind = register
crit_required_ns = 4.94

[clock_tree]
ctsLongestPathBuffers = 2
path_clk_slew_ns = 0.06
cts_inserted_buffers = 3
cts_sinks = 14
cts_setup_buffers = 0
cts_htree_levels = 1
ctsResizeCount = 0
clock_latency_ns = 0.24
cts-root-buf = clkbuf_8
cts_tree = built
holdBufCountCts = 0

[pwr]
seq_power_share_pct = 39.7
swShare_pct = 35.0
power-per-cell-area_nw_per_um2 = 480
p_clk_share_pct = 23.0
p_int_uw = 276
leakage_uw = 0.000306
irDropWorstVdd_mv = 0.285
p_switching_uw = 149
comb_power_share_pct = 37.3

[global_route]
grt_max_degree = 13
grt_pass1_vias = 542
grt_first_pass_wirelength_um = 2520
grt_usage_pct = 3.50
grt-ovfl-total = 0
antenna_found_initial = 0

[floorplanning]
fp.dieH_um = 92
design.core.area_um2 = 5070
ios = 7
dieArea_um2 = 8460
die_w_um = 92
fp_util_pct = 14.0
placementRows = 26

[place]
placed_cell_area_um2 = 838
portBuffers = 6
dp_hpwl_um = 1060
gp_congestion = 0.853

[status]
outcome = finished, final reports clean

[worst_hold_path]
hold_path.class = register to register
==> Yosys cell counts <==
master / instances
a211oi_1: 2
a21o_1: 1
a21oi_1: 5
a22o_1: 1
a31o_2: 1
and2_1: 1
and3_1: 1
and4b_1: 1
buf_4: 2
clkbuf_1: 1
dfxtp_1: 13
edfxtp_1: 1
ha_1: 2
inv_1: 6
mux2i_2: 1
nand2_1: 3
nand2b_1: 1
nor2_1: 15
nor3_1: 2
nor3_4: 1
nor4_1: 3
o211ai_1: 2
o21ai_0: 1
o21ai_1: 3
o21bai_1: 1
o2bb2ai_1: 1
or2_1: 1
or3_1: 2
or3b_2: 1
or4_1: 1
or4_4: 1
xnor2_1: 4
==> kinds of logic (layout without fill, tap and decap cells) <==
logic type | after synthesis | in the layout | share of synthesized area [%]
multiplexers | 1 | 1 | 1.94
flip-flops | 14 | 14 | 40.9
AND-OR/OR-AND | 18 | 18 | 16.4
adder cells (fa/ha/maj) | 2 | 2 | 3.53
AND/OR/NAND/NOR | 34 | 34 | 26.5
XOR/XNOR | 4 | 4 | 4.94
buffers and inverters | 9 | 16 | 5.82
==> registers in the layout, indices dropped and copies added, names as in the netlist <==
signal	flops
counter	8
state	4
pulse_generator_ready_after_reset	1
pulse_out	1
==> routing by layer <==
metal	share of wire [%]	global-route usage (%)	up-vias
met1	54	4.98	254
met4	2.0	0.643	0
met3	5.4	1.57	2
li1	-	-	304
met2	38	4.82	8
met5	0	0	-
==> final timing paths <==
| check | startpoint | endpoint | slack (ns) | depth (start not counted) |
|---|---|---|---|---|
| worst min-delay path | pulse_generator_ready_after_reset | pulse_generator_ready_after_reset | 0.49 | 2 |
| worst min register to register | pulse_generator_ready_after_reset | pulse_generator_ready_after_reset | 0.49 | 2 |
| worst max register to register | counter[0] | counter[3] | 2.73 | 7 |
| worst max-delay path | start | counter[3] | 2.64 | 5 |
==> worst max-delay path, cell delays in order <==
cell,delay (ns)
clkdlybuf4s50_1,0.47
mux2i_2,0.34
nor2_1,0.16
and3_1,0.20
a22o_1,0.17
==> cells in the final DEF (no fill, tap or decap), types with 2 or more instances in the layout <==
cell type / instances
a211oi_1: 2
a21oi_1: 5
clkbuf_8: 3
clkdlybuf4s50_1: 6
dfxtp_1: 13
ha_1: 2
inv_1: 6
nand2_1: 3
nor2_1: 15
nor3_1: 2
nor4_1: 3
o211ai_1: 2
o21ai_1: 3
or3_1: 2
xnor2_1: 4
==> stage by stage <==
stage | power, uW | std cells | setup WS, ns
2_1_floorplan | 293 | 82 | 2.91
3_3_place_gp | 331 | 155 | 2.40
3_5_place_dp | 328 | 155 | 2.38
4_1_cts | 430 | 159 | 2.66
5_1_grt | 466 | 159 | 2.56
6_report | 424 | 159 | 2.64
==> power by group through the flow <==
stage                 sequential, uW  clock, uW  combinational (uW)
after CTS                        168        103                 159
after global routing             172        109                 185
final                            168       97.8                 158
==> final cells by class <==
cell class / count / share of cell area [%]
Sequential cell: 14 / 32.9
Clock buffer: 4 / 5.10
Timing Repair Buffer: 6 / 6.80
Tap cell: 70 / 9.92
Inverter: 6 / 2.55
Multi-Input combinational cell: 59 / 42.8
Power figures rest on the tool's default switching activity, not on a simulated workload.
